$ cat flow/config.mk
export PLATFORM = sky130hd
export DESIGN_NAME = sha_top
export DESIGN_NICKNAME = sha_top
export VERILOG_FILES = /design/flow/design.v
export SDC_FILE = /design/flow/constraint.sdc
export NUM_CORES = 4
export LEC_CHECK = 1
export CORE_UTILIZATION = 30
export SYNTH_HDL_FRONTEND = slang
$ cat flow/constraint.sdc
current_design sha_top

set clk_period 205.3
set clk_io_pct 0.2

create_clock -name clk0 -period $clk_period [get_ports {clk}]

set non_clock_inputs [all_inputs -no_clocks]
set_input_delay [expr $clk_period * $clk_io_pct] -clock clk0 $non_clock_inputs
set_output_delay [expr $clk_period * $clk_io_pct] -clock clk0 [all_outputs]
$ cat flow/design.v
module data_preprocess 
(
  input                 clk,
  input                 rst,
  input  logic [32-1:0] stop_sig,
  input  logic [32-1:0] st_tra,
  input  logic [8-1:0]  datain,
  output logic [32-1:0] tra_start,
  output logic [32-1:0] w[16],
  output logic          FINISH_FLAG
);
int   i,idx,byte_cnt,pad_count;
int   temp;
logic [32-1:0] len;
logic [64-1:0] len_rawdata;
logic [32-1:0] len_frame;
logic [32-1:0] st_pad,st_pad1;
always_ff@(posedge clk )
  if (rst) begin
    for (i=0;i<16;i++)  w[i]<=32'b0;    
    idx<=0;len<=0;byte_cnt<=0;temp<=0;pad_count<=0;len_rawdata<=0;st_pad<=0;st_pad1<=0;tra_start<=0;len_frame<=0;FINISH_FLAG<=0;
  end else begin  
    if (stop_sig==0) begin   
          len<=len+8;
          len_rawdata<=len_rawdata+8;  
          len_frame<=len_frame+8;       
          w[idx]<=(w[idx]<<8)+datain;   
          if (byte_cnt==32'd3) begin 
              idx<=idx+1;byte_cnt<=32'b0;
          end else byte_cnt<=byte_cnt+1;       
    end else if(stop_sig==32'd1) begin     
      if(st_tra==32'd3) begin tra_start<=0;len<=0;len_frame<=0;idx<=0;
      end else  tra_start<=1;                
    end else if(stop_sig==32'd2) begin  
        if(st_pad==0&&st_pad1==0)begin
            if(len_frame<448) st_pad<=32'd1;
            else st_pad1<=32'd1;
        end else if(st_pad>=32'd1 && st_pad1==32'd0)begin  
          if(st_pad==32'd1)begin                
              pad_count<=pad_count+1;    
              if(len==32'd448) st_pad<=32'd2;
              else begin
                if (pad_count==0) w[idx]<=(w[idx]<<8)+8'h80;  
                else              w[idx]<=(w[idx]<<8)+8'h00;        
                len<=len+8;
                byte_cnt<=byte_cnt+1;                           
                if (byte_cnt==32'd3) begin 
                  idx<=idx+1;
                  byte_cnt<=32'b0;
                end else temp<=0;                
              end               
          end else if(st_pad==32'd2) begin             
                w[14]<=len_rawdata[63:32];
                w[15]<=len_rawdata[31:0];    
                tra_start<=1; 
                len_rawdata<=0; 
                len_frame<=0;
                len<=0; 
                st_pad<=32'd3;
                pad_count<=0;
                byte_cnt<=32'b0;
                idx<=0;               
          end else begin 
            if(st_tra==32'd3) begin FINISH_FLAG<=1;tra_start<=0;st_pad<=0;  
            end else temp<=0;   
          end
        end else if(st_pad==32'd0 && st_pad1>=32'd1) begin  
          if(st_pad1==31'd1)begin
            if(len==32'd512) begin
              st_pad1<=32'd2;tra_start<=32'd1;
            end else begin 
              pad_count<=pad_count+1;
              if (pad_count==0) w[idx]<=(w[idx]<<8)+8'h80;  
              else              w[idx]<=(w[idx]<<8)+8'h00;          
              len<=len+8;
              byte_cnt<=byte_cnt+1;                           
              if (byte_cnt==32'd3) begin 
                idx<=idx+1;
                byte_cnt<=32'b0;
              end else temp<=0;                 
            end
          end else if(st_pad1==31'd2)begin  
            if(st_tra==32'd3) begin len<=0;idx<=0;tra_start<=0;st_pad1<=32'd3;  
            end else temp<=0;   
          end else if(st_pad1==31'd3)begin              
              if(len==32'd448) st_pad1<=32'd4;
              else begin
                pad_count<=pad_count+1;   
                if (pad_count==0) w[idx]<=(w[idx]<<8)+8'h80;  
                else              w[idx]<=(w[idx]<<8)+8'h00;        
                len<=len+8;
                byte_cnt<=byte_cnt+1;                           
                if (byte_cnt==32'd3) begin 
                  idx<=idx+1;
                  byte_cnt<=32'b0;
                end else temp<=0;                
              end                
          end else if(st_pad1==31'd4)begin
              w[14]<=len_rawdata[63:32];
              w[15]<=len_rawdata[31:0];    
              tra_start<=1; 
              len_rawdata<=0; 
              len_frame<=0;
              len<=0; 
              st_pad1<=32'd5;
              pad_count<=0;
              byte_cnt<=32'b0;
              idx<=0; 
          end else begin
              if(st_tra==32'd3) begin FINISH_FLAG<=1;tra_start<=0;st_pad1<=0;  
              end else temp<=0;   
          end
        end else temp<=0;   
    end else   FINISH_FLAG<=0;   
  end
endmodule
module sha_top 
(
  input                 clk,
  input                 rst,
  input  logic [32-1:0] stop_sig,
  input  logic [8-1:0]  datain,
  output logic [32-1:0] st_tra,
  output logic          FINISH_FLAG,
  output logic [32-1:0] hash[8]
);
logic [32-1:0]w[16];
logic [32-1:0]tra_start;
data_preprocess dut_data_preprocess(
.clk(clk),
.rst(rst),
.stop_sig(stop_sig),
.st_tra(st_tra),
.datain(datain),
.tra_start(tra_start),
.w(w),
.FINISH_FLAG(FINISH_FLAG)
);
sha_transform dut_sha_transform(
.clk(clk),
.rst(rst),
.tra_start(tra_start),
.W_16(w),
.st_tra(st_tra),
.hash(hash)
);
endmodule
module sha_transform 
(
  input                 clk,
  input                 rst,
  input  logic [32-1:0] tra_start,
  input  logic [32-1:0] W_16[16],
  output logic [32-1:0] st_tra,
  output logic [32-1:0] hash[8]
);
logic [32-1:0]k[64];
int i,idx,st_tra0_cnt;
logic [32-1:0] s0,s1,S0,S1,ch,maj,W_64[64];
logic temp;
logic [32-1:0]a,b,c,d,e,f,g,h;
assign S1= {e[5:0],e[31:6]}^{e[10:0],e[31:11]}^{e[24:0],e[31:25]};
assign S0= {a[1:0],a[31:2]}^{a[12:0],a[31:13]}^{a[21:0],a[31:22]};
assign ch= (e&f)^((~e)&g);
assign maj=(a&b)^(a&c)^(b&c);
always_ff @( posedge clk ) begin 
  if(rst) begin
    for (i=0;i<64;i++) W_64[i]<=0;   
    idx<=32'd16;temp<=0;s0<=0;s1<=0;st_tra<=0;st_tra0_cnt<=0;
    hash[0]<=32'h6a09e667;hash[1]<=32'hbb67ae85;hash[2]<=32'h3c6ef372;hash[3]<=32'ha54ff53a;
    hash[4]<=32'h510e527f;hash[5]<=32'h9b05688c;hash[6]<=32'h1f83d9ab;hash[7]<=32'h5be0cd19; 
    a<=32'h6a09e667;b<=32'hbb67ae85;c<=32'h3c6ef372;d<=32'ha54ff53a;
    e<=32'h510e527f;f<=32'h9b05688c;g<=32'h1f83d9ab;h<=32'h5be0cd19;  
    k[0]<=32'h428a2f98;k[1]<=32'h71374491;k[2]<=32'hb5c0fbcf;k[3]<=32'he9b5dba5;k[4]<=32'h3956c25b;
    k[5]<=32'h59f111f1;k[6]<=32'h923f82a4;k[7]<=32'hab1c5ed5;k[8]<=32'hd807aa98;k[9]<=32'h12835b01;
    k[10]<=32'h243185be;k[11]<=32'h550c7dc3;k[12]<=32'h72be5d74;k[13]<=32'h80deb1fe;k[14]<=32'h9bdc06a7;
    k[15]<=32'hc19bf174;k[16]<=32'he49b69c1;k[17]<=32'hefbe4786;k[18]<=32'h0fc19dc6;k[19]<=32'h240ca1cc;
    k[20]<=32'h2de92c6f;k[21]<=32'h4a7484aa;k[22]<=32'h5cb0a9dc;k[23]<=32'h76f988da;k[24]<=32'h983e5152;
    k[25]<=32'ha831c66d;k[26]<=32'hb00327c8;k[27]<=32'hbf597fc7;k[28]<=32'hc6e00bf3;k[29]<=32'hd5a79147;
    k[30]<=32'h06ca6351;k[31]<=32'h14292967;k[32]<=32'h27b70a85;k[33]<=32'h2e1b2138;k[34]<=32'h4d2c6dfc;
    k[35]<=32'h53380d13;k[36]<=32'h650a7354;k[37]<=32'h766a0abb;k[38]<=32'h81c2c92e;k[39]<=32'h92722c85;
    k[40]<=32'ha2bfe8a1;k[41]<=32'ha81a664b;k[42]<=32'hc24b8b70;k[43]<=32'hc76c51a3;k[44]<=32'hd192e819;
    k[45]<=32'hd6990624;k[46]<=32'hf40e3585;k[47]<=32'h106aa070;k[48]<=32'h19a4c116;k[49]<=32'h1e376c08;
    k[50]<=32'h2748774c;k[51]<=32'h34b0bcb5;k[52]<=32'h391c0cb3;k[53]<=32'h4ed8aa4a;k[54]<=32'h5b9cca4f;
    k[55]<=32'h682e6ff3;k[56]<=32'h748f82ee;k[57]<=32'h78a5636f;k[58]<=32'h84c87814;k[59]<=32'h8cc70208;
    k[60]<=32'h90befffa;k[61]<=32'ha4506ceb;k[62]<=32'hbef9a3f7;k[63]<=32'hc67178f2;
  end else begin
    if(tra_start==0)begin   
      temp<=0;st_tra<=0;st_tra0_cnt<=0;
    end else begin
          if(st_tra==32'd0)begin   
              if(st_tra0_cnt==0)begin
                for(i=0;i<16;i++) W_64[i]<=W_16[i];
                st_tra0_cnt<=32'd1;idx<=16;
              end else begin
                W_64[idx]<=W_64[idx-16]+({W_64[idx-15][6:0],W_64[idx-15][31:7]}^{W_64[idx-15][17:0],W_64[idx-15][31:18]}^{3'b0,W_64[idx-15][31:3]})+W_64[idx-7]+({W_64[idx-2][16:0],W_64[idx-2][31:17]}^{W_64[idx-2][18:0],W_64[idx-2][31:19]}^{10'b0,W_64[idx-2][31:10]});       
                if(idx==63) begin st_tra<=32'd1; idx<=0;
                end else          idx<=idx+1;        
              end     
          end else if (st_tra==32'd1) begin    
              h<=g;
              g<=f;
              f<=e;
              e<=d+h+S1+ch+k[idx]+W_64[idx];
              d<=c;
              c<=b;
              b<=a;
              a<=h+S1+ch+k[idx]+W_64[idx]+S0+maj;
              if(idx==63) begin st_tra<=32'd2; idx<=0;
              end else idx<=idx+1;     
          end else if(st_tra==32'd2) begin 
              hash[0]<=hash[0]+a; hash[1]<=hash[1]+b;hash[2]<=hash[2]+c; hash[3]<=hash[3]+d;
              hash[4]<=hash[4]+e; hash[5]<=hash[5]+f;hash[6]<=hash[6]+g; hash[7]<=hash[7]+h;     
              a<=hash[0]+a; b<=hash[1]+b;c<=hash[2]+c; d<=hash[3]+d;
              e<=hash[4]+e; f<=hash[5]+f;g<=hash[6]+g; h<=hash[7]+h;  
              st_tra<=32'd3;
           end else temp<=0;                     
    end      
  end
end
endmodule
$ cat flow/run.sh
#!/bin/bash
# OpenROAD 26Q1-2900-gdf79404cd8, Yosys 0.63+post, stock flow scripts
make -C /OpenROAD-flow-scripts/flow DESIGN_CONFIG=/design/flow/config.mk WORK_HOME=/design/flow/orfs finish
==> notes.md <==
impl run done, here's what came out: Basic Gates by Area 10.7%, CP dominant cell by count buf_4, Lkg Pwr 86.0 nW, post-CTS sizing 0, IO Count 331, Period minus WS final 44,890 ps, Setup Total Neg Slack 0 ps, Worst-Skew Late Latency 1130 ps, Cells after DPL ~29,000, CP max-delay cell a21oi_2, critical path's top delay family simple AND/OR/NAND/NOR gates, required time of the critical path around 210,000 ps, fmax about 22 MHz, Setup Buffers After CTS 0, final WL 1,040,000 um, largest net degree at the start of global routing 141, syn_area_per_cell 11.3 um2, DR vias 182,000, finished layout cell area 0.254 mm2, Worst R2R Setup Slack approximately 190,000 ps, RR Endpoint dut_sha_transform.W_64[2][30], Hold Path Depth 2, mux frac, synth roughly 28%, Hold Path End dut_data_preprocess.w[379], Die Wd between 800 and 900 um, Setup violations, final 0, synthesized area around 0.23 mm2, register area share after synthesis between 30% and 40%, htree depth 5, OpenROAD warnings 66, flip-flops with a built-in enable approximately 2,000, synthesized instance count 20,000, clk_skew 151 ps, grt ovf 0, CTS root buffer clkbuf_16, Hold Crit Start dut_data_preprocess.w[379], crit path DAT 45,770 ps, total CTS buffers 388, Chip Area, Yosys about 0.23 mm2, RSZ-0062 raised after global routing false, row count 318, yosys aoi share 9.96%, chip area about 0.76 mm2, largest fanout on the critical path 18, yosys adder share 5.06%, Worst-Margin Slew about 1300 ps, relative slew slack 12.4%, vias in the first global route 182,000, Worst Setup Start Kind primary input, distinct lib cells 89, Seq cells post-synth 3,343, Hold Path Class register to register, R2R depth 27, outcome finished, final reports clean, post-cts hold buffer count 0, post-synthesis xor/xnor area fraction under 10%, Dominant comb cell multiplexers, GRT Total Usage 28.5%, Hold WS 453 ps, input/output buffers approximately 300, instance area at placement approximately 0.24 mm2, CP Capture Type register, first-pass GRT wire length 1,440,000 um, Tot Pwr 1.80 mW, CTS tree done, layout cells sized above 1 21.3%, peak supply drop 0.0000118 V, final hold viol count 0, RR Startpoint dut_sha_transform.idx[0], HPWL Detailed 716,000 um, fin. max-slew vios 0, Post-synth ARST share 0%, Max Root-Sink Buffers 4, Crit Path Category primary input to register, core area around 0.75 mm2, Yosys warnings 0, drt wl/cell 34.8 um, Die Height 869 um, clock transition at the registers of the reported paths 60 ps, via/cell ratio 6.07, Buf+Inv Stages, Crit Path 4, main flop type edfxtp_1, final period utilization approximately 22%, max incr delay on CP roughly 670 ps, ordered list of cells on the worst path clkdlybuf4s50_1, nor4_1, nand4_1, nor3_2, buf_4, nand3_1, or2_2, a21oi_2, buf_4, nand3_2, buf_4, nand2_1, a21oi_1, DRT Pass-1 Iters 9, post-route ant nets 0, synth-to-layout area growth 12.4%, antenna violations before repair 92, DR DRC count 0, gp weighted congestion about 1.0, 1st-iter DRT viols 16,300, Max Cap Viol 0, Final Non-Filler Cells between 20,000 and 30,000, fp_density 30.1%, yosys stat cell total about 20,000, # clock sinks roughly 3,300, Cell Pwr Density 7.08 mW/mm2
through the flow:
step	util, %	worst slack, ps
after detailed placement	32.1	159490
after CTS	33.8	160540
after global placement	32.1	159500
after floorplan	-	161340
final	33.9	160410
after global routing	33.8	160220
how the worst max path moves through the flow:
stage     depth (start not counted)                               end        start  slack, ps
4_1_cts                          13        dut_data_preprocess.w[138]  stop_sig[2]     160540
5_1_grt                          13  dut_data_preprocess.byte_cnt[20]  stop_sig[2]     160220
6_report                         13        dut_data_preprocess.w[138]  stop_sig[9]     160410
power by group:
group / total [mW] / internal [mW] / switching (mW)
combinational: 0.326 / 0.0696 / 0.257
sequential: 0.739 / 0.725 / 0.0144
clock: 0.732 / 0.416 / 0.316
area by class of cell:
class / count / area [um2]
multi-input combinational: 14200 / 129000
sequential: 3343 / 87500
fill: 73100 / 496000
timing repair buffer: 1055 / 8950
antenna: 132 / 330
tap: 9920 / 12400
inverter: 598 / 2270
clock buffer: 503 / 10700
clock inverter: 215 / 2450
worst min-delay path: stages (launching register included):
cell	delay [ps]
dfxtp_1	310
nand2_1	50
a21oi_1	50
logic make-up after synthesis:
group           Yosys count
fa+ha+maj               730
simple gates           5823
flops                  3343
compound gates         3700
xor+xnor                694
other cells               1
buf+inv                2461
mux                    3224
cells in the mapped netlist, types with 254 or more instances:
master | n | area (um2)
nand2_1 | 2352 | 8830
nor2_1 | 2467 | 9260
dfxtp_1 | 1295 | 25900
clkbuf_1 | 1431 | 5370
xor2_1 | 278 | 2430
o211ai_1 | 254 | 1910
mux4_2 | 2527 | 56900
a21oi_1 | 1075 | 5380
xnor2_1 | 411 | 3600
edfxtp_1 | 2048 | 61500
o21ai_0 | 1173 | 5870
fa_1 | 314 | 6290
inv_1 | 592 | 2220
mux2i_1 | 606 | 6070
ha_1 | 386 | 4830
layer usage:
| metal | vias up | share of wire, % | GRT usage [%] |
|---|---|---|---|
| li1 | 74600 | - | - |
| met3 | 3514 | 19 | 22.5 |
| met2 | 14600 | 41 | 38.1 |
| met4 | 175 | 9.5 | 20.0 |
| met5 | - | 0.58 | 6.67 |
| met1 | 89000 | 31 | 29.8 |
sequential cells by signal, summed over array words and instances, names as in the netlist, 29 cells and up, named ones only:
signal                           flops
dut_data_preprocess.byte_cnt        32
dut_data_preprocess.idx             32
dut_data_preprocess.len             32
dut_data_preprocess.len_frame       29
dut_data_preprocess.len_rawdata     61
dut_data_preprocess.pad_count       32
dut_data_preprocess.w              512
dut_sha_transform.W_64            2048
dut_sha_transform.a                 32
dut_sha_transform.b                 32
dut_sha_transform.c                 32
dut_sha_transform.d                 32
dut_sha_transform.e                 32
dut_sha_transform.f                 32
dut_sha_transform.g                 32
dut_sha_transform.h                 32
dut_sha_transform.hash             256
dut_sha_transform.idx               32
cells in the final DEF, fill, tap and decap left out, types with 55 or more instances in the layout:
master,n
a21oi_1,1073
inv_1,588
clkbuf_1,63
xor2_1,265
diode_2,132
o21ai_0,1170
o211ai_1,254
clkdlybuf4s50_1,299
a22oi_1,213
clkbuf_16,394
nand2_2,116
nor2_1,2454
nor3_1,164
o22ai_1,60
dfxtp_1,1280
and3_1,113
o21a_1,56
mux2_2,91
nor4_1,68
or3_1,66
a22o_1,58
mux4_2,2527
buf_4,733
nand2_1,2234
and2_1,80
fa_1,313
ha_1,382
nand3_1,210
a211oi_1,121
a221oi_1,55
mux2i_1,606
clkinv_2,68
a31oi_1,106
edfxtp_1,2048
nand2b_1,62
a21o_1,120
xnor2_1,393
Power figures rest on the tool's default switching activity, not on a simulated workload.
